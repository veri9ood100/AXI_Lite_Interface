==> design.v <==
`timescale 1ns / 1ps
module Master_Interface
#(
    parameter REG_WIDTH = 32
)
(   
    input ACLK,
    input ARESETN,
    input MOD_2_M_RRQST,
    input [REG_WIDTH-1:0] MOD_2_M_RADDR,
    output reg [REG_WIDTH-1:0] M_2_MOD_RDATA,
    output reg [REG_WIDTH-1:0] ARADDR,
    output reg ARVALID,
    input ARREADY,
    input [REG_WIDTH-1:0] RDATA,
    input RVALID,
    output reg RREADY,
    input MOD_2_M_WARQST,
    input [REG_WIDTH -1:0]MOD_2_M_WADDR,
    input AWREADY,
    output reg [REG_WIDTH-1:0] AWADDR,
    output reg AWVALID,
    input MOD_2_M_WRQST,
    input [REG_WIDTH-1:0]MOD_2_M_WDATA,
    input WREADY,
    output reg [REG_WIDTH-1:0] WDATA,
    output reg WVALID,
    output reg M_2_MOD_WRESULT,
    input BVALID,
    output reg BREADY
); 
always @(posedge ACLK, negedge ARESETN) begin
    if(!ARESETN) begin
        ARADDR <= 0;
        ARVALID <= 0;
    end
    else begin
        ARVALID <= MOD_2_M_RRQST;
        ARADDR <= MOD_2_M_RADDR;
        if(ARREADY) begin
            ARVALID <= 0;
            ARADDR <= 0;
        end        
    end
end
always @(posedge ACLK, negedge ARESETN) begin
    if(!ARESETN) begin
        M_2_MOD_RDATA <= 0;
        RREADY <= 0;
    end
    else begin
        if(RVALID && !RREADY) begin
            RREADY <= 1;
            M_2_MOD_RDATA <= RDATA;
        end
        else if(!RVALID) begin
            RREADY <= 0;
            M_2_MOD_RDATA <= 0;
        end
    end
end
always @(posedge ACLK, negedge ARESETN) begin
    if(!ARESETN) begin
        AWADDR <= 0;
        AWVALID <= 0;
    end
    else begin
        AWVALID <= MOD_2_M_WARQST;
        AWADDR <=  MOD_2_M_WADDR;
        if(AWVALID && AWREADY) begin
            AWVALID <= 0;
            AWADDR <= 0;
        end
    end
end
always @(posedge ACLK, negedge ARESETN) begin
    if(!ARESETN) begin
        WVALID <= 0;
        WDATA <= 0;
    end
    else begin
        WVALID <= MOD_2_M_WRQST;
        WDATA <= MOD_2_M_WDATA;
        if(WVALID && WREADY) begin
            WVALID <= 0;
            WDATA <= 0;
        end
    end
end
always @(posedge ACLK, negedge ARESETN) begin
    if(!ARESETN) begin
        BREADY <= 0;
        M_2_MOD_WRESULT <= 0;
    end
    else begin
        M_2_MOD_WRESULT <= BVALID;
        if(BVALID && !BREADY) BREADY <= 1;
        else if(!BVALID && BREADY) BREADY <= 0; 
    end
end    
endmodule
==> run.sh <==
#!/bin/bash
# OpenROAD 26Q1-2900-gdf79404cd8, Yosys 0.63+post, stock flow scripts
make -C /OpenROAD-flow-scripts/flow DESIGN_CONFIG=/design/flow/config.mk WORK_HOME=/design/flow/orfs finish
==> config.mk <==
export PLATFORM = sky130hd
export DESIGN_NAME = Master_Interface
export DESIGN_NICKNAME = Master_Interface
export VERILOG_FILES = /design/flow/design.v
export SDC_FILE = /design/flow/constraint.sdc
export NUM_CORES = 4
export LEC_CHECK = 1
export CORE_AREA = 10 10 171 171
export DIE_AREA = 0 0 181 181
==> constraint.sdc <==
current_design Master_Interface

set clk_period 2.2
set clk_io_pct 0.2

create_clock -name clk0 -period $clk_period [get_ports {ACLK}]

set non_clock_inputs [all_inputs -no_clocks]
set_input_delay [expr $clk_period * $clk_io_pct] -clock clk0 $non_clock_inputs
set_output_delay [expr $clk_period * $clk_io_pct] -clock clk0 [all_outputs]
==> reports/metrics.sh <==
TIMING_MAX_TRANSITION_VIOLATIONS_FINAL=0
FP_UTIL_PCT=18.6
CLKSINKCOUNT=134
CRIT_ARRIVAL_PS=1300
DETAIL_ROUTE.ITER0.VIOLATIONS=107
SYNTH_SEQUENTIAL_AREA_RATIO_PCT=71.2
NUM_VIAS=3307
WORST_SLEW_MARGIN_REL_PCT=71.9
MET1WIRELENGTH_MM=6.43
WORST-R2R-SETUP-SLACK_PS=1030
DIE_WIDTH_UM=181
WIRE_LENGTH_AFTER_DETAILED_ROUTING_MM=16.1
TRITONCTS='built'
YS_SEQ_ELEMENTS=134
FINALWORSTPATHREQUIREDPERIOD_PS=1740
FINAL-INSTANCE-COUNT-EXCL-FILL=949
YS_CELLS=319
FIRST_PASS_GRT_WIRE_LENGTH_MM=24.5
TOTAL_HALF_PERIMETER_WIRELENGTH_AFTER_LEGALIZATION_AND_DETAILED_PLACEMENT_MM=12.4
SETUP_TNS_PS=0
CHIP_AREA_UM2=32800
PLACE_CONGESTION=0.793
PATH_BUFFERS=1
GRT_USAGE_PCT=9.91
MET3_WIRELENGTH_MM=2.38
CTS_SETUP_BUFFERS=0
ROUTED_VIA_DENSITY=3.48
TIMING.CRITICAL_PATH.SLOWEST_CELL_DELAY_PS=580
SETUP.WORST_PATH.END_CLASS='output pin'
WIRE_PER_INST_UM=17.0
HOLDCRITSTARTPOINT='BVALID'
WORST_HOLD_PATH.NUM_CELLS=1
POWER_DENSITY_OVER_CELL_AREA_nW_PER_UM2=752
CRIT_SLOWEST_CELL='sky130_fd_sc_hd__clkdlybuf4s50_1'
HOLDBUFCOUNTCTS=2
LAYOUT_WORST_PATH_CYCLE_SHARE_PCT=79.1
DETAIL_ROUTE.FIRST_PASS.ITERATIONS=4
UNREPAIRED_SETUP_ENDPOINTS_AFTER_GLOBAL_ROUTING='false'
DRT_DRC_VIOLATIONS_LEFT=0
SYNTH_AREA_UM2=4710
CRIT_FANOUT=1
CRIT_REQUIRED_PS=1760
SYNTH-WARNING-COUNT=1
R2R-END='WDATA[5]'
WORST_PIN_SLEW_PS=421
ACHIEVABLE-FREQUENCY_GHz=0.575
IO_PINS=272
GRT_MAX_DEGREE=48
FP.COREAREA_UM2=25300
DETAIL-ROUTE-ANTENNA-NETS=0
FINALPOWER_W=0.00637
CRITICAL_PATH.CELL_CHAIN='clkdlybuf4s50_1'
STATUS='finished clean'
POST_SYNTH.CELL_AREA_AVG_UM2=14.8
NUMBER_OF_GLOBAL_ROUTE_VIAS_BEFORE_REPAIR=3702
TIMING.CRITICAL_PATH.MAX_DELAY_FAMILY='buffers and inverters'
NUMBER_OF_CLOCK_BUFFERS_INSERTED_BY_TRITONCTS=17
TOTAL_CONGESTION_OVERFLOW=0
OPENROAD.WARNINGS=25
FINALHOLDVIOLATIONS=0
YOSYS-STAT-AREA_UM2=4710
FLOORPLAN.ROWS=58
NETLIST_INSTANCES=319
VDD_IR_DROP_MAX_uV=365
FINAL.SETUP_SKEW_PS=6.46
DIEHEIGHT_UM=181
CAP_VIOL_MAX_COUNT=0
CLK_ROOT_BUFFER_CELL='sky130_fd_sc_hd__clkbuf_16'
CRITICAL_PATH_START_TYPE='flop'
CTS_MAX_LEVEL=4
CRITICALPATHCATEGORY='flop to output pin'
DP_CELLS=913
FRACTION_OF_LAYOUT_CELLS_WITH_A_SIZE_SUFFIX_ABOVE_1_PCT=9.72
INITIAL_ANTENNA_VIOLATION_COUNT=3
SETUP_VIOL=0
HOLD_WS_PS=502
INSERTION_DELAY_PS=410
HOLDPATHEND='M_2_MOD_WRESULT'
TIMING.RR.START='WVALID'
SYN_TO_FINAL_GROWTH_PCT=79.8
SYNTHDISTINCTLIBCELLS=13
ROUTE.TOP_LAYER_USED='met5'
NUMPORTBUFFERS=271
LENGTH_OF_ROUTED_MET2_WIRING_MM=7.09
TOTAL_LEAKAGE_POWER_nW=3.69
WORST_HOLD_CLASS='input pin to flop'
POST_CTS_RESIZE_COUNT=0
DEPTH_OF_THE_WORST_REGISTER_TO_REGISTER_PATH=3
CLKSLEWWORSTSETUPHOLDPATHS_PS=60
CTS_BUFFER_DEPTH=2
[per-stage QoR]
stage | utilization (%) | worst slack [ps] | cell area (um2)
2_1_floorplan | - | 1070 | 4710
3_3_place_gp | 30.9 | 464 | 7830
4_1_cts | 33.4 | 417 | 8460
6_report | 33.4 | 460 | 8460
5_1_grt | 33.4 | 415 | 8460
3_5_place_dp | 30.9 | 457 | 7830
[layer usage]
metal  GRT usage (%)  vias up
li1                -     1574
met1            12.2     1531
met2            14.7      186
met3            6.61       14
met4            1.17        2
met5               0        -
[synth_stat cells, drive strengths merged]
library cell	count	area share, %
mux2i	32	6.8
nand2	2	0.16
nor2b	32	4.3
clkbuf	13	1.0
inv	1	0.080
and2	66	8.8
ha	1	0.27
dfrtp	134	71
and2b	33	5.7
buf	4	1.5
mux2	1	0.24
[worst max path at each step]
stage         startpoint   endpoint  slack, ps  cells past startpoint
global route   AWADDR[8]  AWADDR[8]        410                      1
finish         AWADDR[8]  AWADDR[8]        460                      1
CTS            AWADDR[8]  AWADDR[8]        420                      1
[cells by family (layout without fill, tap and decap cells)]
| logic type | after synthesis | after routing | share of synthesized area [%] |
|---|---|---|---|
| flip-flops | 134 | 134 | 71.2 |
| buffers and inverters | 18 | 316 | 2.63 |
| adder cells (fa/ha/maj) | 1 | 1 | 0.266 |
| multiplexers | 33 | 33 | 7.04 |
| AND/OR/NAND/NOR | 133 | 133 | 18.8 |
| other | 0 | 2 | 0 |
[flip-flops by register name, indices dropped and copies added, names as in the netlist]
name / cells
M_2_MOD_WRESULT: 1
ARADDR: 32
BREADY: 1
AWADDR: 32
ARVALID: 1
WVALID: 1
M_2_MOD_RDATA: 32
WDATA: 32
AWVALID: 1
RREADY: 1
[layout make-up]
cell class / count / area (um2)
tap: 330 / 413
multi-input combinational: 167 / 1230
clock buffer: 21 / 470
antenna: 2 / 5.00
inverter: 1 / 3.75
fill: 2480 / 16900
clock inverter: 11 / 123
timing repair buffer: 283 / 2860
sequential: 134 / 3350
[cells in the final DEF, fill, tap and decap left out, types with 2 or more instances in the layout]
| master | instances |
|---|---|
| sky130_fd_sc_hd__inv_6 | 2 |
| sky130_fd_sc_hd__diode_2 | 2 |
| sky130_fd_sc_hd__nand2_1 | 2 |
| sky130_fd_sc_hd__and2b_2 | 15 |
| sky130_fd_sc_hd__dfrtp_1 | 133 |
| sky130_fd_sc_hd__and2b_1 | 18 |
| sky130_fd_sc_hd__buf_12 | 3 |
| sky130_fd_sc_hd__clkinv_2 | 4 |
| sky130_fd_sc_hd__bufinv_16 | 2 |
| sky130_fd_sc_hd__clkbuf_8 | 3 |
| sky130_fd_sc_hd__nor2b_1 | 32 |
| sky130_fd_sc_hd__buf_4 | 7 |
| sky130_fd_sc_hd__and2_1 | 66 |
| sky130_fd_sc_hd__clkbuf_16 | 17 |
| sky130_fd_sc_hd__clkdlybuf4s50_1 | 270 |
| sky130_fd_sc_hd__clkinv_4 | 2 |
| sky130_fd_sc_hd__mux2i_1 | 32 |
[report_power, final]
part / total [W] / switching (W) / internal (W)
clock network: 0.00285 / 0.00108 / 0.00176
logic: 0.000847 / 0.000238 / 0.000609
registers: 0.00267 / 0.0000521 / 0.00262
total: 0.00637 / 0.00137 / 0.00499
